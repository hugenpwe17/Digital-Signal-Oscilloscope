### flow/run.sh
#!/bin/bash
# OpenROAD 26Q1-2900-gdf79404cd8, Yosys 0.63+post, stock flow scripts
make -C /OpenROAD-flow-scripts/flow DESIGN_CONFIG=/design/flow/config.mk WORK_HOME=/design/flow/orfs finish
### flow/config.mk
export PLATFORM = sky130hd
export DESIGN_NAME = Fifo
export DESIGN_NICKNAME = Fifo
export VERILOG_FILES = /design/flow/design.v
export SDC_FILE = /design/flow/constraint.sdc
export NUM_CORES = 4
export LEC_CHECK = 1
export CORE_UTILIZATION = 40
### flow/design.v
module Fifo(
clock,
ADC_CLK,
VGA_CLK,
data_in,
fifo_full,
reset,
xaxis,
PERIOD_FLAG,
waveform,
VGA_out
); 
parameter FIFO_SIZE = 10'd640;
input PERIOD_FLAG;
input waveform;
input clock;
input ADC_CLK;
input VGA_CLK;
input [12:0]data_in;
input reset;
input [9:0]xaxis;
output reg  [11:0]VGA_out;
output reg  fifo_full;
reg [639:0][11:0] Data_store; 
reg [1:0]STATE;
reg [9:0]counter;
wire [0:0][11:0]buffer;
assign buffer[0] = data_in;
initial
	begin
	Data_store = 0;
	VGA_out = 0;
	STATE = 0;
	counter = 0;
	end
assign VGA_screen_print = VGA_out[11:4];	
always @(posedge ADC_CLK)  
begin
	if (reset)
		begin
		Data_store <= 0;
		end
	else begin
		case (STATE)
			2'b00:begin  
					 if(PERIOD_FLAG)begin
						STATE <= 2'b01;
						fifo_full <= 1'b0;
						end
					else 
						STATE <= 2'b00;
			end
			2'b01:begin  
					if(counter == 10'd640)begin
						counter <= 0;
						fifo_full <= 1'b1;
						STATE <= 2'b10;
					end
					else begin
						Data_store[639:0]<={Data_store[638:0],buffer[0]};
						counter <= counter + 1 ;
						STATE <= 2'b01;
					end
			end	
			2'b10:begin 
				STATE <= 2'b00;
			end
			2'b11:begin  
				STATE <= 2'b00;
			end
			endcase
	end	
end
always @(posedge VGA_CLK)begin
	if (reset)begin
		VGA_out <= 0;
	end
	else if (waveform) begin
		VGA_out <= Data_store[xaxis];
	end
	else begin
		VGA_out <= 12'b0;
	end
end
endmodule
### flow/constraint.sdc
current_design Fifo

set clk_period 389.4
set clk_io_pct 0.2

create_clock -name clk0 -period $clk_period [get_ports {ADC_CLK}]
create_clock -name clk1 -period $clk_period [get_ports {VGA_CLK}]

set non_clock_inputs [all_inputs -no_clocks]
set_input_delay [expr $clk_period * $clk_io_pct] -clock clk0 $non_clock_inputs
set_output_delay [expr $clk_period * $clk_io_pct] -clock clk0 [all_outputs]
==> results.txt <==
Physical implementation

The flow ran to the end, and the final reports show no timing, DRC or antenna violations. The full die area is ~800000 µm². The DRC violation count after routing is 0. In this run the register-to-register setup slack is between 300 and 400 ns. between 40 and 50 I/O pins were placed. Summing all flip-flop and latch instances after layout gives between 150000 and 200000 µm². The capture point of the worst reg-to-reg path is Data_store[7657].

The number of buffers inserted to repair setup after CTS is 0. Per the layout area report, the combinational gate area comes to roughly 150000 µm². The switching fraction of total power is 0.2387. The post-layout instance count excluding filler cells is 47390. The slew check shows that the tightest pin keeps a relative margin of 0.3380.

The clock slew seen by the registers of the worst setup and hold paths is around 0.06 ns. The sequential power share is 0.482. The first-pass GRT wire length is about 1300000 µm. The met1 demand-to-capacity share in global routing is 0.3115. The final RePlAce weighted congestion is around 0.84.

The count of final hold-check violations is 0. The clock skew is between 0.08 and 0.09 ns. The number of distinct library cells after synthesis is slightly below 70.

STA classifies the critical path startpoint as an input port. In the post-synthesis netlist, the biggest area contributors are sky130_fd_sc_hd__dfxtp_1 48%, sky130_fd_sc_hd__nand2_1 18%, sky130_fd_sc_hd__mux4_2 13%. The critical path endpoint has a required time of 389.52 ns.

The Yosys warning count is 2. The average vias per placed instance is between 5 and 6. Per the power-grid run, VDD falls by no more than approximately 4.8 µV. The remaining global-route overflow is 0. The count of buffers inserted at the top-level ports is 38. In this run the standard cell core region covers between 800000 and 900000 µm². The final timing report gives a worst setup slack of approximately 300 ns. After detailed routing, the total wire length is just over 800000 µm.

The share of Yosys cell area claimed by the top area cell type is 0.4782. The slew at the pin with the worst max-slew slack is between 0.9 and 1 ns. The number of storage elements in the synthesis netlist is 7705.

For reference, the placement row count at floorplan is ~330. The most common cell in the synthesized netlist is sky130_fd_sc_hd__nand2_1. The average wire per cell in the routed design is between 15 and 20 µm. The cell count in the Yosys report is about 38000. The power report puts the net switching power at 0.3906 mW.

The count of cells resized by post-cts repair is 0. The number of placed instances with taps included is approximately 46000. The hold-fix buffer count after cts is 0. The via count of the routed design is 255000. The via count of the first global-routing pass came to ~240k. At the worst endpoint, the arrival time is approximately 86 ns.

Setup total negative slack on the finished layout was measured at 0 ns. Overall power consumption after layout is estimated at 1.636 mW. Of all cell types, the one taking the most synthesized area is sky130_fd_sc_hd__dfxtp_1.

The instance area after placement is roughly 330000 µm². The worst setup path is of the in -> reg kind. The post-detailed-route count of antenna-violating nets is 0. Counting the fill cells in the layout gives ~73000.

The report shows a maximum critical-path fanout of 59. The clock tree from TritonCTS is built. The final number of max-transition violations is 0. Before CTS, the worst setup slack after placement is around 300 ns. The number of design-rule violations left by the first detailed-router iteration is roughly 22000.

STA shows the worst reg2reg path with a cell count of 14. The maximum number of pins on one net before global-route repair is between 150 and 200. The final design instance area without fill is between 300000 and 400000 µm².

The report gives the cell count of the worst hold path as 2. Setup repair after global routing left no endpoint under its margin. The post-synthesis instance total is ~38000. The most instantiated flip-flop cell in the synthesis netlist is sky130_fd_sc_hd__dfxtp_1. The per-instance average area after synthesis is 8.498 µm². The async set-reset flop share out of synthesis is 0. The netlist area before placement is 322000 µm². The leakage power is 109.6 nW.

In the log, the iteration count for the first detailed-route pass is 6. The type of element capturing the critical path is a flop. The number of antenna violations at the first check in global routing was 24. The share of the core filled with cells in the final layout is 0.4415. Checking hold timing, the worst path is listed with class reg -> reg. The fraction of final layout cells sized beyond drive strength 1 is 0.1056. The final timing report counts setup violations totalling 0.

The share of the core area taken by cells at floorplan is 0.4014. Per the run summary, max-cap violations total 0. The area growth from synthesis to layout is 9.998%. The share of total power dissipated in the clock network is 0.469. The count of library flops with an enable pin is 13. The total power per unit cell area is 4.619 nW/µm². The area recorded from the Yosys report for this design is ~320000 µm². The clock net sink count is about 7700.

The worst slack on hold paths is 0.3970 ns. The launch instance of the worst min-delay path is Data_store[5397]. The die is between 800 and 900 µm wide. Across every metal layer, demand over resource in global routing totals 0.2041. The launch point of the worst register-to-register path is recorded as counter[2]. The HPWL after detailed placement is 475500 µm.

Per Yosys stat, the portion of area used by sequential elements is 0.4794. The number of warnings the tools reported is 111. The end point of the most critical hold path is Data_store[5409]. The power report attributes to the combinational group a share of 0.049.

The met3 routing resource usage after global routing is 0.05338. The busiest layer in global routing is met1. For met2 alone, demand over resource in global routing was 0.3054. Cell internal power was estimated by the tool at 1.246 mW. The vertical die dimension is between 800 and 900 µm. By count the netlist is led by 15570 x sky130_fd_sc_hd__nand2_1, 7837 x sky130_fd_sc_hd__a21oi_1, 7692 x sky130_fd_sc_hd__dfxtp_1, 2706 x sky130_fd_sc_hd__clkbuf_1, 1928 x sky130_fd_sc_hd__mux4_2.
[critical path: stages]
cell and delay [ns]:
sky130_fd_sc_hd__buf_16 0.31, sky130_fd_sc_hd__buf_4 0.52, sky130_fd_sc_hd__buf_4 0.59, sky130_fd_sc_hd__buf_4 0.60, sky130_fd_sc_hd__buf_4 0.54, sky130_fd_sc_hd__buf_4 0.48, sky130_fd_sc_hd__buf_4 0.47, sky130_fd_sc_hd__buf_4 0.61
sky130_fd_sc_hd__buf_4 0.60, sky130_fd_sc_hd__mux4_2 0.57, sky130_fd_sc_hd__mux4_2 0.49, sky130_fd_sc_hd__mux2_2 0.27, sky130_fd_sc_hd__a21oi_1 0.48, sky130_fd_sc_hd__o22ai_1 0.46, sky130_fd_sc_hd__a31oi_2 0.26, sky130_fd_sc_hd__buf_4 0.25
sky130_fd_sc_hd__o31ai_1 0.11, sky130_fd_sc_hd__buf_4 0.19
[state kept, by name (all words and copies together), names as in the netlist]
| name | cells |
|---|---|
| Data_store | 7680 |
| STATE | 2 |
| VGA_out | 12 |
| counter | 10 |
| fifo_full | 1 |
[power by group through the flow]
| stage | Sequential [mW] | Clock (mW) | Combinational (mW) |
|---|---|---|---|
| CTS | 0.789 | 0.785 | 0.0810 |
| global route | 0.788 | 0.818 | 0.0864 |
| finish | 0.789 | 0.767 | 0.0804 |
[per-layer routing]
layer / part of all wire / wire (µm)
met5: 0.00012 / 98
met4: 0.026 / 20720
met3: 0.072 / 58270
met2: 0.45 / 367200
met1: 0.45 / 365900
[placed cells by master, fill, tap and decap left out, drive strengths merged, types with 14 or more instances in the layout]
cell type,Yosys,layout
nand2,15570,15570
a21oi,7837,7837
dfxtp,7692,7692
mux4,1928,1928
clkbuf,2708,1243
buf,530,625
mux2i,481,481
clkinv,1,157
a22oi,142,142
o221ai,133,133
o21ai,101,101
a221oi,99,99
o22ai,94,94
nor2,94,94
mux2,52,52
a22o,48,48
a211oi,47,47
nor3,44,44
o211ai,40,40
nand3,40,40
diode,0,32
bufinv,0,30
clkdlybuf4s50,0,30
inv,6,24
a31oi,23,23
nor2b,19,19
nand4,14,14
nand2b,14,14
[worst max-delay path by stage]
stage	from	endpoint	slack, ns
CTS	xaxis[0]	VGA_out[4]	303.27
global route	xaxis[0]	VGA_out[2]	302.92
finish	xaxis[0]	VGA_out[4]	303.59
[cell families after synthesis]
group | count (synthesis) | synth area share
compound gates | 8641 | 0.1406
xor+xnor | 8 | 0.0002176
fa+ha+maj | 2 | 0.00007770
buf+inv | 3245 | 0.04235
flops | 7705 | 0.4794
mux | 2461 | 0.1516
simple gates | 15830 | 0.1857
[cell type report]
class	count	area share
clock buffer	1242	0.06722
clock inverter	214	0.008131
multi-input combinational	26940	0.4354
tap	10590	0.03741
sequential	7705	0.4358
timing repair buffer	656	0.01567
antenna	32	0.0002261
inverter	7	0.0001236
Power and IR drop assume default switching activity.
