===== ./config.mk =====
export PLATFORM = sky130hd
export DESIGN_NAME = ADCmodule
export DESIGN_NICKNAME = ADCmodule
export VERILOG_FILES = /design/flow/design.v
export SDC_FILE = /design/flow/constraint.sdc
export NUM_CORES = 4
export LEC_CHECK = 1
export CORE_UTILIZATION = 30

===== ./constraint.sdc =====
current_design ADCmodule

set clk_period 3.1
set clk_io_pct 0.2

create_clock -name clk0 -period $clk_period [get_ports {clock}]

set non_clock_inputs [all_inputs -no_clocks]
set_input_delay [expr $clk_period * $clk_io_pct] -clock clk0 $non_clock_inputs
set_output_delay [expr $clk_period * $clk_io_pct] -clock clk0 [all_outputs]

===== ./design.v =====
module ADC #(
	parameter CODING = 1'b1, parameter RANGE = 1'b0
	)(
		input	wire 			clock,		 
		input	wire 			reset,
		output	reg 			ADC_CS_N,	 
		output	reg 			ADC_DIN,	 
		output	reg 			ADC_SCLK,	 
		input	wire 			ADC_DOUT,	 
		output 	reg [7:0][11:0] data		 
	);          
	parameter QUIET0 = 3'b000, QUIET1 = 3'b001, QUIET2 = 3'b010;
	parameter CYCLE0 = 3'b100, CYCLE1 = 3'b101, CYCLE2 = 3'b110, CYCLE3 = 3'b111;
	reg [2:0] 	state;  	 
	reg [2:0]	addr;   	 
	reg [3:0] 	count;  	 
	reg [14:0] 	buffer; 	 
	initial begin
		ADC_CS_N 	<= 1'b1;
		ADC_DIN 	<= 1'b0;
		ADC_SCLK 	<= 1'b1;
		state 		<= QUIET0;
		addr 		<= 3'b0;
		count 		<= 4'b0;
		buffer 		<= 15'b0;
	end
	wire [3:0] 	count_incr;  
	reg 		ctrl;        
	assign count_incr = count + 1'b1;
	always @(*)
		case (count)
			4'b0000:  
				ctrl = 1'b1;
			4'b0001:  
				ctrl = 1'b0;
			4'b0010:  
				ctrl = 1'bx;
			4'b0011:  
				ctrl = addr[2];
			4'b0100:  
				ctrl = addr[1];
			4'b0101:  
				ctrl = addr[0];
			4'b0110:  
				ctrl = 1'b1;
			4'b0111:  
				ctrl = 1'b1;
			4'b1000:  
				ctrl = 1'b0;
			4'b1001:  
				ctrl = 1'bx;
			4'b1010:  
				ctrl = RANGE;
			4'b1011:  
				ctrl = CODING;
			default:  
				ctrl = 1'bx;
		endcase
	always @(posedge clock) begin
		if (reset) begin
			ADC_CS_N 	<= 1'b1;
			ADC_DIN 	<= 1'b0;
			ADC_SCLK 	<= 1'b1;
			state 		<= QUIET0;
			addr 		<= 3'b0;
			count 		<= 4'b0;
			buffer 		<= 15'b0;
		end else begin
			case (state)
				QUIET0: begin						 
					state 				<= QUIET1;
					data[buffer[14:12]] <= buffer[11:0];
				end
				QUIET1: begin
					state <= QUIET2;
				end
				QUIET2: begin						 
					state 		<= CYCLE0;
					ADC_CS_N 	<= 1'b0;
					ADC_DIN 	<= ctrl;
					count 		<= count_incr;
				end
				CYCLE0: begin						 
					state 		<= CYCLE1;
					ADC_SCLK 	<= 1'b0;
				end
				CYCLE1: begin
					state <= CYCLE2;
				end
				CYCLE2: begin						 
					state 		<= CYCLE3;
					ADC_SCLK 	<= 1'b1;
				end
				CYCLE3: begin						 
					if (count == 4'b1111) begin		 
						state 		<= QUIET0;
						ADC_CS_N 	<= 1'b1;
						addr 		<= addr + 1'b1;
					end else begin
							state <= CYCLE0;
					end
					ADC_DIN 	<= ctrl;
					buffer 		<= {buffer[13:0], ADC_DOUT};
					count 		<= count_incr;
				end
			endcase
		end
	end
endmodule
module ADCmodule (
	input  wire		  clock,		 
	input  wire 	  reset,		 
	output wire 	  ADC_CS_N,		 
	output wire 	  ADC_DIN, 		 
	output wire 	  ADC_SCLK,		 
	input  wire 	  ADC_DOUT,
	output reg [4:0]  Leds,
	output reg 	 	  ADC_CLK,
	output reg [11:0] Readed_data1
);
	reg  [9:0]	 	 counter; 	 
	wire [7:0][11:0] Data;
	initial begin
		Readed_data1 = 0;
		ADC_CLK 	 = 0;
	end
	ADC set(
		.clock		( clock		),
		.reset		( reset		),
		.ADC_CS_N	( ADC_CS_N	),
		.ADC_DIN	( ADC_DIN	),
		.ADC_DOUT	( ADC_DOUT	),
		.ADC_SCLK	( ADC_SCLK	),
		.data		( Data		)
	);
	always @(posedge clock)begin
		if(counter >= 10'd536) begin 
			Readed_data1 <= Data[0];
			counter 	 <= 0;
			ADC_CLK 	 <= 1'b1;
			Leds 		 <= Readed_data1[11:7];
		end else begin
			counter <= counter + 1 ;
			ADC_CLK <= 1'b0;
		end	
	end
endmodule

===== ./run.sh =====
#!/bin/bash
# OpenROAD 26Q1-2900-gdf79404cd8, Yosys 0.63+post, stock flow scripts
make -C /OpenROAD-flow-scripts/flow DESIGN_CONFIG=/design/flow/config.mk WORK_HOME=/design/flow/orfs finish

==> CHANGELOG.md <==
## Flow update

- Status: complete, no violations
- Ys Warns: 2
- TritonCTS clock tree: yes
- Comb pwr share: 0.036
- DRC: 0
- Post-synthesis adder-cell area fraction: 0.0579
- Area delta synth->final: 20.0%
- Synthesis area per yosys: 2940 um2
- Fin crit share: 0.906
- Power Dens Cells: 474 nW/um2
- Vias in the first global route: 1820
- Dominant comb cell: simple AND/OR/NAND/NOR gates
- Ys flops: 68
- Cell Type Count: 41
- Xor+xnor area frac: 0.0447
- Clock latency (worst-skew pair): 0.34 ns
- CP Capture Type: register
- Final hold vios: 0
- Antenna diode count: 0
- Final instance area: 3520 um2
- Worst-path cell chain: ha_1 > fa_1 > nand2b_1 > nor2_1 > ha_1 > nor3b_1 > and4b_2 > a21oi_2 > a221o_1
- PortBufs: 23
- Tmin final: 2.81 ns
- Final Max Slew Viols: 0
- GP Congestion: 0.846
- Log Warnings: 33
- Worst Hold End: Leds[0]
- Layout cell share with drive strength beyond 1: 0.130
- Dpl cell area: 3350 um2
- Most numerous cell in the Yosys netlist: nand2_1
- Via density per instance: 4.43
- RSZ-0062 raised after global routing: no
- Rel. slew slack: 0.531
- Flop pwr share: 0.583
- Power share of the clock group: 0.380
- Drt wl/cell: 10.8 um
- Commonest cells in the netlist: 40 x nand2_1, 39 x dfxtp_1, 29 x edfxtp_1, 22 x a21oi_1, 22 x nor2_1
- Highest Clock Rate: 356 MHz
- Final Setup Violations: 0
- Clk sinks: 68
- Slowest cell on crit path: fa_1
- Post-Synth Simple-Gate Area: 0.152
- Post-DP HPWL: 3340 um
- First-pass GRT wire length: 8280 um
- Seq share, synth: 0.562
- Via count: 1936
- Row count: 35
- Worst hold path class: reg2reg
- Clock slew at reported path FFs: 0.07 ns
- Switching Share: 0.236
- P_sw: 393 uW
- Maximum Capacitance Violations: 0
- Setup TNS: 0 ns
- Total gr overflow: 0
- Final wirelength: 4700 um
- WP data arrival: 2.90 ns
- Critical path fanouts, max: 10
- Main flop type: dfxtp_1
- Leakage power: 1.26 nW
- Die width: 101 um
- CP required: 3.19 ns
- Core area: 9370 um2
- Chip footprint: 10200 um2
- R2R Setup Slk: 0.29 ns
- Final antenna-violating net count: 0
- Compound-Gate Fraction of Synth Area: 0.120
- Bufs on Longest Clock Path: 2
- First-pass detailed-route iteration total: 4
- Antenna violations before repair: 0
- Largest net degree at the start of global routing: 30
- Crit Path Class: reg2reg
- Htree depth: 3
- Mean Syn Cell Area: 10.8 um2
- Worst Tran Pin Value: 0.702 ns
- Hold depth: 0
- Mapped Cells: 272
- Async S/R FF share, synth: 0
- Top cells by area, synth: edfxtp_1 30%, dfxtp_1 27%, ha_1 5.1%, nand2_1 5.1%, a21oi_1 3.7%
- Reg-to-Reg End: set.data[9]
- Cells in synth_stat.txt: 272
- CTS Buf Count: 9
- Gr usage total: 0.104
- Syn Std Cell Area: 2940 um2
- Max VDD drop: 0.000216 V
- CP Launch Type: register
- Clock skew: 0.00723 ns
- Crit-path most repeated cell: ha_1
- Max-area cell share: 0.297
- IO Pins: 24
- DR iter-0 viols: 93
- Hold_sp: Readed_data1[7]
- Worst path max stage delay: 0.51 ns
- Worst reg2reg path depth: 9
- Init Core Util: 0.313
- MUX share of area: 0.0307
- Reg2reg start: set.buffer[12]
- Int Pwr: 1.27 mW
- Clock root buffer: clkbuf_8
- Cell type with the largest total area: edfxtp_1
- EDFF count, synth: 29
- Die Y: 101 um
[registers in the layout, indices dropped and copies added, names as in the netlist]
register,count
set.ADC_CS_N,1
set.state,3
set.buffer,15
Readed_data1,12
set.ADC_SCLK,1
set.count,4
set.addr,3
set.data,12
Leds,5
ADC_CLK,1
set.ADC_DIN,1
counter,10
[per-stage QoR]
step	hold slack, ns	power (mW)	setup WS (ns)	utilization	cells
after CTS	0.452	1.69	0.167	0.376	437
after global placement	0.429	1.05	0.239	0.357	421
after detailed placement	0.436	1.06	0.186	0.357	421
after floorplan	0.400	1.03	0.337	-	272
after global routing	0.471	1.75	0.0483	0.376	437
final	0.450	1.67	0.290	0.376	437
[cell families (layout without fill, tap and decap cells)]
kind of cell,Yosys count,in the layout
buffers and inverters,23,59
AND-OR/OR-AND,49,49
XOR/XNOR,15,15
multiplexers,8,8
adder cells (fa/ha/maj),13,13
flip-flops,68,68
AND/OR/NAND/NOR,96,96
[layer usage]
layer | part of all wire | global-route usage | up-vias
met5 | 0 | 0 | -
met4 | 0.012 | 0.0100 | 0
met3 | 0.042 | 0.0296 | 7
met2 | 0.43 | 0.157 | 37
met1 | 0.51 | 0.159 | 885
li1 | - | - | 1007
[cell type report]
type	count	area (um2)
Fill cell	925	5850
Sequential cell	68	1650
Multi-Input combinational cell	181	1200
Timing Repair Buffer	30	283
Tap cell	129	161
Clock buffer	9	124
Clock inverter	7	51.3
Inverter	13	48.8
[power groups by stage]
stage / Sequential [mW] / Combinational [mW] / Clock [mW]
CTS: 0.974 / 0.0617 / 0.657
global route: 0.977 / 0.0683 / 0.708
finish: 0.973 / 0.0608 / 0.634
[layout by cell type (no fill, tap or decap), drive strengths merged, types with 3 or more instances in the layout]
cell type,Yosys,routed
nor3,6,6
nand3,9,9
a221o,4,4
a21o,4,4
clkbuf,5,9
nand2,41,41
dfxtp,39,39
edfxtp,29,29
xor2,3,3
nor2,23,23
inv,13,15
clkinv,0,3
ha,12,12
xnor2,12,12
and2,5,5
a22o,4,4
buf,5,7
a211o,4,4
mux2,8,8
a211oi,3,3
a21oi,23,23
nor3b,3,3
clkdlybuf4s50,0,23
[critical path: cells and delay by family (launching register included)]
kind | cells | cell delay (ns)
AND-OR/OR-AND | 2 | 0.42
adder cells (fa/ha/maj) | 3 | 1.00
flip-flops | 1 | 0.31
AND/OR/NAND/NOR | 4 | 0.84
[timing repair]
item,in CTS,in global routing
hold buffers,0,0
setup endpoints to repair,0,8
buffers inserted,0,0
gates resized,0,1
[how the worst max path moves through the flow]
| stage | start | to | slack [ns] | depth (start not counted) |
|---|---|---|---|---|
| after CTS | set.buffer[12] | set.data[10] | 0.17 | 9 |
| after global routing | set.buffer[12] | set.data[11] | 0.05 | 9 |
| final | set.buffer[12] | set.data[9] | 0.29 | 9 |
Power figures rest on the tool's default switching activity, not on a simulated workload.
